==> design/flow/design.v <==
module syn_gen #(
  parameter H_TOTAL  = 1056,  
  parameter H_SYNC   =  128,  
  parameter H_BPORCH =   88,  
  parameter H_RES    =  800,  
  parameter V_TOTAL  =  628,  
  parameter V_SYNC   =    4,  
  parameter V_BPORCH =   23,  
  parameter V_RES    =  600,  
  parameter RD_HRES  =  640,
  parameter RD_VRES  =  480,
  parameter HS_POL   =    1,  
  parameter VS_POL   =    1   
)
(
  input I_pxl_clk,  
  input I_rst_n,    
  output reg O_rden,
  output reg O_de,
  output reg O_hs,
  output reg O_vs
);
  reg [15:0] V_cnt;
  reg [15:0] H_cnt;
  wire Pout_de_w;
  wire Pout_hs_w;
  wire Pout_vs_w;
  reg  Pout_de_dn;
  reg  Pout_hs_dn;
  reg  Pout_vs_dn;
  wire Rden_w;
  reg  Rden_dn;
  always @(posedge I_pxl_clk or negedge I_rst_n) begin
    if (!I_rst_n)
      V_cnt <= 16'd0;
    else begin
      if ((V_cnt >= (V_TOTAL-1'b1)) && (H_cnt >= (H_TOTAL-1'b1)))
        V_cnt <= 16'd0;
      else if (H_cnt >= (H_TOTAL-1'b1))
        V_cnt <=  V_cnt + 1'b1;
      else
        V_cnt <= V_cnt;
    end
  end
  always @(posedge I_pxl_clk or negedge I_rst_n) begin
    if (!I_rst_n)
      H_cnt <= 16'd0;
    else if (H_cnt >= (H_TOTAL-1'b1))
      H_cnt <= 16'd0;
    else
      H_cnt <= H_cnt + 1'b1;
  end
  assign Pout_de_w = (H_cnt >= (H_SYNC+H_BPORCH)) && (H_cnt <= (H_SYNC+H_BPORCH+H_RES-1'b1)) &&
                     (V_cnt >= (V_SYNC+V_BPORCH)) && (V_cnt <= (V_SYNC+V_BPORCH+V_RES-1'b1));
  assign Pout_hs_w = !((H_cnt >= 16'd0) && (H_cnt <= (H_SYNC-1'b1)));
  assign Pout_vs_w = !((V_cnt >= 16'd0) && (V_cnt <= (V_SYNC-1'b1)));
  assign Rden_w = (H_cnt >= (H_SYNC+H_BPORCH)) && (H_cnt <= (H_SYNC+H_BPORCH+RD_HRES-1'b1)) &&
                  (V_cnt >= (V_SYNC+V_BPORCH)) && (V_cnt <= (V_SYNC+V_BPORCH+RD_VRES-1'b1));
  always @(posedge I_pxl_clk or negedge I_rst_n) begin
    if (!I_rst_n) begin
      Pout_de_dn <= 1'b0;
      Pout_hs_dn <= 1'b1;
      Pout_vs_dn <= 1'b1;
      Rden_dn    <= 1'b0;
    end else begin
      Pout_de_dn <= Pout_de_w;
      Pout_hs_dn <= Pout_hs_w;
      Pout_vs_dn <= Pout_vs_w;
      Rden_dn    <= Rden_w   ;
    end
  end
  always @(posedge I_pxl_clk or negedge I_rst_n) begin
    if (!I_rst_n) begin
      O_de   <= 1'b0;
      O_hs   <= 1'b1;
      O_vs   <= 1'b1;
      O_rden <= 1'b0;
    end else begin
      O_de   <= Pout_de_dn;
      O_hs   <= HS_POL ? ~Pout_hs_dn : Pout_hs_dn;
      O_vs   <= VS_POL ? ~Pout_vs_dn : Pout_vs_dn;
      O_rden <= Rden_dn;
    end
  end
endmodule
==> design/flow/run.sh <==
#!/bin/bash
# OpenROAD 26Q1-2900-gdf79404cd8, Yosys 0.63+post, stock flow scripts
make -C /OpenROAD-flow-scripts/flow DESIGN_CONFIG=/design/flow/config.mk WORK_HOME=/design/flow/orfs finish
==> design/flow/config.mk <==
export PLATFORM = sky130hd
export DESIGN_NAME = syn_gen
export DESIGN_NICKNAME = syn_gen
export VERILOG_FILES = /design/flow/design.v
export SDC_FILE = /design/flow/constraint.sdc
export NUM_CORES = 4
export LEC_CHECK = 1
export CORE_UTILIZATION = 30
==> design/flow/constraint.sdc <==
current_design syn_gen

set clk_period 3.2
set clk_io_pct 0.2

create_clock -name clk0 -period $clk_period [get_ports {I_pxl_clk}]

set non_clock_inputs [all_inputs -no_clocks]
set_input_delay [expr $clk_period * $clk_io_pct] -clock clk0 $non_clock_inputs
set_output_delay [expr $clk_period * $clk_io_pct] -clock clk0 [all_outputs]
==> impl_metrics.toml <==
# flow metrics
[run_status]
status = "finished clean"

[final_timing]
setup_viol = 0
worst_pin_slew_ns = 0.836
slew_headroom_pct = 44.2
holdWs_ns = 0.351
fin_ws_ns = 1.06
finalClockPeriodUsage_pct = 66.9
drv_slew = 0
fmax_mhz = 467
finalHoldViolCount = 0
fin_tns_setup_ns = 0
finClkSkew_ns = 0.00515
rsz0062_at_grt = "false"
min_period_ns = 2.14

[pwr]
irDropWorstVdd_uv = 321
power.density_mw_per_mm2 = 557
p_leak_nw = 0.943

[die]
core_mm2 = 0.00599
num_io_pins = 6
chipArea_mm2 = 0.00664
row_count = 28
fp_util_pct = 31.6
dieHeight_um = 81.5
die_w_um = 81.5

[synth]
most_common_cell = "dfrtp_1"
synth_top_cell_by_area = "dfrtp_1"
yosysCellCount = 188
async_flop_share_pct = 100
yosys-stat-area_mm2 = 0.00190
ys_seq_share_pct = 53.1
numSynthFlops = 40
syn_area_mm2 = 0.00190
yosysWarnings = 1
syn_inst = 188
synthTopCellsByArea = "dfrtp_1 (48%), nor2_1 (6.3%), dfstp_2 (5.5%), ha_1 (2.6%), nand3_1 (2.6%)"
syn_avg_cell_area_um2 = 10.1
yosysTopAreaCellShare_pct = 47.5
ys_types = 43
top_cells_by_count = "dfrtp_1 (36), nor2_1 (32), nand2_1 (13)"
edf_count = 0
flop_cell = "dfrtp_1"

[worst_setup_path]
cp_top_family = "AND-OR/OR-AND gates"
cp_data_arrival_time_ns = 2.32
rrSetupSlack_ns = 1.06
critical_path.endpoint = "V_cnt[5]"
crit_path_max_incr_delay_ns = 0.68
reg2reg_depth = 6
path_class = "flip-flop to flip-flop"
crit_start = "H_cnt[0]"
r2r_end = "V_cnt[5]"
worstSetupStartpointType = "flip-flop"
crit_chain = "ha_1, nand4_1, nand3_1, a21o_1, o21ai_0, a22o_1"
cp-end-kind = "flip-flop"
r2r_start = "H_cnt[0]"
cp_data_required_time_ns = 3.38
path_depth = 6
crit_buf_inv = 0
critPathMaxFanout = 25
cp_slowest_cell = "a21o_1"

[layout]
area_growth_pct = 12.7
fillers = 583
drive_gt1_share_pct = 12.4
final_area_mm2 = 0.00214
utilization_pct = 35.7

[job]
cap_violations = 0
warning_count = 28

[clock_tree]
clkTransAtPathRegs_ns = 0.07
tritoncts = "yes"
cts_resized = 0
cts_hold_buf = 0
numCtsBuffers = 5
htree_levels = 2
cts.sinks = 40
cts_root_buf = "clkbuf_8"
clk_path_buf_depth = 2
clk_latency_ns = 0.29
cts_setup_buffers = 0

[route]
first_pass_iters = 4
viasPerCell = 4.81
drc_errors = 0
drt-total-wl_um = 3200
num_vias = 1328
final_antenna_net_count = 0
antennaDiodeCount = 0
drt_iter0_drc = 105
wl_per_cell_um = 11.6

[grt]
grt_pass1_vias = 1224
antenna_found_initial = 0
grt_usage_pct = 11.3
overflow = 0
grt_max_degree = 41
grt_pass1_wl_um = 5690

[placed_design]
placed_area_mm2 = 0.00203
io_buffer_count = 5
dp_slack_ns = 1.08
place_congestion = 0.806
dp_hpwl_um = 2130

[min_path]
hold_depth = 0
holdCritPathClass = "flip-flop to flip-flop"
cell usage in the layout, fill, tap and decap left out, types with 5 or more instances in the layout:
cell type / synthesis / final
dfrtp_1: 36 / 36
nor2_1: 32 / 32
nand2_1: 13 / 13
nand3_1: 10 / 10
o21ai_0: 8 / 8
inv_1: 6 / 6
conb_1: 1 / 5
nor3_1: 5 / 5
and3_1: 5 / 5
xnor2_1: 5 / 5
a21oi_1: 5 / 5
nor2b_1: 5 / 5
a22o_1: 5 / 5
clkbuf_8: 0 / 5
power by group:
| group | switching, mW | leakage (nW) | internal (mW) | total [mW] |
|---|---|---|---|---|
| combinational | 0.0779 | 0.366 | 0.0799 | 0.158 |
| sequential | 0.0764 | 0.522 | 0.559 | 0.636 |
| clock | 0.166 | 0.0552 | 0.231 | 0.398 |
| total | 0.321 | 0.943 | 0.871 | 1.19 |
how the worst min path moves through the flow:
stage | to | slack (ns) | from
CTS | O_rden | 0.35 | Rden_dn
global route | O_rden | 0.36 | Rden_dn
finish | O_rden | 0.35 | Rden_dn
flip-flops by register name (all words and copies together), names as in the netlist:
| name | flops |
|---|---|
| Pout_vs_dn | 1 |
| Pout_de_dn | 1 |
| Pout_hs_dn | 1 |
| Rden_dn | 1 |
| V_cnt | 16 |
| H_cnt | 16 |
| O_hs | 1 |
| O_rden | 1 |
| O_vs | 1 |
| O_de | 1 |
per-stage QoR:
stage               power, mW  cells
floorplan               0.767    192
global placement        0.798    268
detailed placement      0.802    268
CTS                      1.20    276
global route             1.27    276
finish                   1.19    276
cell type report:
type                       count  area (um^2)  share of cell area, %
tap                           75         93.8                   4.39
timing repair buffer           6         52.6                   2.46
inverter                       6         22.5                   1.05
sequential                    40         1010                   47.1
multi-input combinational    141          855                   40.0
clock inverter                 2         35.0                   1.64
clock buffer                   6         72.6                   3.40
per-layer routing:
layer,wire length (um),vias up,share of wire (%),global-route usage (%)
met5,0,-,0,0
met4,64,0,2.0,2.14
met3,121,6,3.8,2.82
met2,1330,27,42,16.2
met1,1680,623,53,17.7
li1,-,672,-,-
worst reg2reg max path, cell delays in order, from the launching register on:
cell     delay (ns)
dfrtp_1        0.39
ha_1           0.26
nand4_1        0.12
nand3_1        0.11
a21o_1         0.68
o21ai_0        0.21
a22o_1         0.27
logic make-up after synthesis:
logic type	Yosys count	synth area share, %
and+or+nand+nor	91	25.4
adders and majority gates	4	2.64
buffers and inverters	11	2.64
AOI/OAI and AO/OA	32	11.9
other	1	0.198
DFF	40	53.1
xor gates and xnor gates	9	4.16
Power and IR drop assume default switching activity.
