$ cat flow/design.v
module I2C_Interface #(parameter SID = 8'h42) ( 
  input clk,         
  inout siod,        
  output sioc,       
  output taken,      
  input send,        
  input [7:0] rega,  
  input [7:0] value
);                   
  reg [7:0] divider = 8'b00000001;
  reg [31:0] busy_sr = 32'd0;
  reg [31:0] data_sr = 32'd1;
  reg sioc_temp;
  reg taken_temp;
  reg siod_temp;
  localparam id = SID; 
  assign siod = siod_temp;
  assign sioc = sioc_temp;
  assign taken = taken_temp;
  always @ (busy_sr or data_sr[31]) begin
    if (busy_sr[11:10] == 2'b10 || busy_sr[20:19] == 2'b10 || busy_sr[29:28] == 2'b10)
      siod_temp <= 1'bZ;         
    else
      siod_temp <= data_sr[31];  
  end
  always @ (posedge clk) begin
    taken_temp <= 1'b0;
    if (!busy_sr[31]) begin  
      sioc_temp <= 1'b1;  
      if (send) begin  
        if (divider == 8'b00000000) begin
          data_sr <= {3'b100, id, 1'b0, rega, 1'b0, value, 1'b0, 2'b01};
          busy_sr <= {3'b111, 9'b111111111, 9'b111111111, 9'b111111111, 2'b11};
          taken_temp <= 1'b1;
        end else
          divider <= divider + 1'b1;
      end        
    end else begin                          
      case ({busy_sr[31:29],busy_sr[2:0]})  
        6'b111_111: begin                
          case (divider[7:6])            
            2'b00:   sioc_temp <= 1'b1;
            2'b01:   sioc_temp <= 1'b1;
            2'b10:   sioc_temp <= 1'b1;
            default: sioc_temp <= 1'b1;
          endcase
        end
        6'b111_110: begin                
          case (divider[7:6])            
            2'b00:   sioc_temp <= 1'b1;  
            2'b01:   sioc_temp <= 1'b1;
            2'b10:   sioc_temp <= 1'b1;
            default: sioc_temp <= 1'b1;
          endcase
        end
        6'b111_100: begin                
          case (divider[7:6])            
            2'b00:   sioc_temp <= 1'b0;  
            2'b01:   sioc_temp <= 1'b0;  
            2'b10:   sioc_temp <= 1'b0;
            default: sioc_temp <= 1'b0;
          endcase
        end
        6'b110_000: begin               
          case (divider[7:6])           
            2'b00:   sioc_temp <= 1'b0;
            2'b01:   sioc_temp <= 1'b1;
            2'b10:   sioc_temp <= 1'b1;
            default: sioc_temp <= 1'b1;
          endcase
        end
        6'b100_000: begin                
          case (divider[7:6])            
            2'b00:   sioc_temp <= 1'b1;  
            2'b01:   sioc_temp <= 1'b1;
            2'b10:   sioc_temp <= 1'b1;
            default: sioc_temp <= 1'b1;
          endcase
        end
        6'b000_000: begin                
          case (divider[7:6])            
            2'b00:   sioc_temp <= 1'b1;  
            2'b01:   sioc_temp <= 1'b1;  
            2'b10:   sioc_temp <= 1'b1;
            default: sioc_temp <= 1'b1;
          endcase
        end
        default: begin
          case (divider[7:6])
            2'b00:   sioc_temp <= 1'b0;
            2'b01:   sioc_temp <= 1'b1;
            2'b10:   sioc_temp <= 1'b1;
            default: sioc_temp <= 1'b0;
          endcase
        end
      endcase
      if (&divider) begin
        busy_sr <= {busy_sr[30:0], 1'b0};  
        data_sr <= {data_sr[30:0], 1'b1};  
        divider <= 8'd0;                   
      end else
        divider <= divider + 1'b1;
    end
  end
endmodule
module OV2640_Controller (
  input clk,               
  input resend,            
  output config_finished,  
  output sioc,             
  inout siod,              
  output reset,            
  output pwdn              
);
  wire [15:0] command;
  wire finished;
  wire taken;
  reg send = 1'b0;
  assign config_finished = finished;
  assign reset = 1'b1;
  assign pwdn = 1'b0;
  always @ (finished) send = ~finished;
  OV2640_Registers LUT(
    .clk(clk),            
    .advance(taken),      
    .command(command),    
    .finished(finished),  
    .resend(resend)       
  );
  I2C_Interface #(
    .SID (8'h60) 
  ) I2C (
    .clk(clk),             
    .taken(taken),         
    .siod(siod),           
    .sioc(sioc),           
    .send(send),           
    .rega(command[15:8]),  
    .value(command[7:0])   
  );
endmodule
module OV2640_Registers (
  input clk,
  input resend,
  input advance,
  output [15:0] command,
  output finished
);
  reg [15:0] sreg;
  reg finished_temp;
  reg [8:0] address = 9'd0;
  assign command = sreg;
  assign finished = finished_temp;
  always @(sreg) begin
    if (&sreg)
      finished_temp <= 1'b1;
    else
      finished_temp <= 1'b0;
  end
  always @(posedge clk) begin
    if (resend)        
      address <= 9'd0;
    else if (advance)  
      address <= address + 1'b1;
    case (address)
      000: sreg <= 16'hFF_01;
      001: sreg <= 16'h12_80;
      002: sreg <= 16'hFF_00;
      003: sreg <= 16'h2c_ff;
      004: sreg <= 16'h2e_df;
      005: sreg <= 16'hFF_01;
      006: sreg <= 16'h3c_32;
      007: sreg <= 16'h11_80;  
      008: sreg <= 16'h09_02;  
      009: sreg <= 16'h04_28;
      010: sreg <= 16'h13_E5;
      011: sreg <= 16'h14_48;
      012: sreg <= 16'h15_00; 
      013: sreg <= 16'h2c_0c;
      014: sreg <= 16'h33_78;
      015: sreg <= 16'h3a_33;
      016: sreg <= 16'h3b_fb;
      017: sreg <= 16'h3e_00;
      018: sreg <= 16'h43_11;
      019: sreg <= 16'h16_10;
      020: sreg <= 16'h39_02;
      021: sreg <= 16'h35_88;
      022: sreg <= 16'h22_0a;
      023: sreg <= 16'h37_40;
      024: sreg <= 16'h23_00;
      025: sreg <= 16'h34_a0;
      026: sreg <= 16'h06_02;
      027: sreg <= 16'h06_88;
      028: sreg <= 16'h07_c0;
      029: sreg <= 16'h0d_b7;
      030: sreg <= 16'h0e_01;
      031: sreg <= 16'h4c_00;
      032: sreg <= 16'h4a_81;
      033: sreg <= 16'h21_99;
      034: sreg <= 16'h24_40;
      035: sreg <= 16'h25_38;
      036: sreg <= 16'h26_82;  	
      037: sreg <= 16'h48_00;  
      038: sreg <= 16'h49_00;  
      039: sreg <= 16'h5c_00;
      040: sreg <= 16'h63_00;
      041: sreg <= 16'h46_00;
      042: sreg <= 16'h47_00;
      043: sreg <= 16'h0C_3A;  
      044: sreg <= 16'h5D_55;
      045: sreg <= 16'h5E_7d;
      046: sreg <= 16'h5F_7d;
      047: sreg <= 16'h60_55;
      048: sreg <= 16'h61_70;
      049: sreg <= 16'h62_80;
      050: sreg <= 16'h7c_05;
      051: sreg <= 16'h20_80;
      052: sreg <= 16'h28_30;
      053: sreg <= 16'h6c_00;
      054: sreg <= 16'h6d_80;
      055: sreg <= 16'h6e_00;
      056: sreg <= 16'h70_02;
      057: sreg <= 16'h71_94;
      058: sreg <= 16'h73_c1;
      059: sreg <= 16'h3d_34;
      060: sreg <= 16'h5a_57;
      061: sreg <= 16'h4F_bb;
      062: sreg <= 16'h50_9c;
      063: sreg <= 16'hFF_00;
      064: sreg <= 16'he5_7f;
      065: sreg <= 16'hF9_C0;
      066: sreg <= 16'h41_24;
      067: sreg <= 16'hE0_14;
      068: sreg <= 16'h76_ff;
      069: sreg <= 16'h33_a0;
      070: sreg <= 16'h42_20;
      071: sreg <= 16'h43_18;
      072: sreg <= 16'h4c_00;
      073: sreg <= 16'h87_D0;
      074: sreg <= 16'h88_3f;
      075: sreg <= 16'hd7_03;
      076: sreg <= 16'hd9_10;
      077: sreg <= 16'hD3_82;
      078: sreg <= 16'hc8_08;
      079: sreg <= 16'hc9_80;
      080: sreg <= 16'h7C_00;
      081: sreg <= 16'h7D_00;
      082: sreg <= 16'h7C_03;
      083: sreg <= 16'h7D_48;
      084: sreg <= 16'h7D_48;
      085: sreg <= 16'h7C_08;
      086: sreg <= 16'h7D_20;
      087: sreg <= 16'h7D_10;
      088: sreg <= 16'h7D_0e;
      089: sreg <= 16'h90_00;
      090: sreg <= 16'h91_0e;
      091: sreg <= 16'h91_1a;
      092: sreg <= 16'h91_31;
      093: sreg <= 16'h91_5a;
      094: sreg <= 16'h91_69;
      095: sreg <= 16'h91_75;
      096: sreg <= 16'h91_7e;
      097: sreg <= 16'h91_88;
      098: sreg <= 16'h91_8f;
      099: sreg <= 16'h91_96;
      100: sreg <= 16'h91_a3;
      101: sreg <= 16'h91_af;
      102: sreg <= 16'h91_c4;
      103: sreg <= 16'h91_d7;
      104: sreg <= 16'h91_e8;
      105: sreg <= 16'h91_20;
      106: sreg <= 16'h92_00;
      107: sreg <= 16'h93_06;
      108: sreg <= 16'h93_e3;
      109: sreg <= 16'h93_03;
      110: sreg <= 16'h93_03;
      111: sreg <= 16'h93_00;
      112: sreg <= 16'h93_02;
      113: sreg <= 16'h93_00;
      114: sreg <= 16'h93_00;
      115: sreg <= 16'h93_00;
      116: sreg <= 16'h93_00;
      117: sreg <= 16'h93_00;
      118: sreg <= 16'h93_00;
      119: sreg <= 16'h93_00;
      120: sreg <= 16'h96_00;
      121: sreg <= 16'h97_08;
      122: sreg <= 16'h97_19;
      123: sreg <= 16'h97_02;
      124: sreg <= 16'h97_0c;
      125: sreg <= 16'h97_24;
      126: sreg <= 16'h97_30;
      127: sreg <= 16'h97_28;
      128: sreg <= 16'h97_26;
      129: sreg <= 16'h97_02;
      130: sreg <= 16'h97_98;
      131: sreg <= 16'h97_80;
      132: sreg <= 16'h97_00;
      133: sreg <= 16'h97_00;
      134: sreg <= 16'ha4_00;
      135: sreg <= 16'ha8_00;
      136: sreg <= 16'hc5_11;
      137: sreg <= 16'hc6_51;
      138: sreg <= 16'hbf_80;
      139: sreg <= 16'hc7_10;
      140: sreg <= 16'hb6_66;
      141: sreg <= 16'hb8_A5;
      142: sreg <= 16'hb7_64;
      143: sreg <= 16'hb9_7C;
      144: sreg <= 16'hb3_af;
      145: sreg <= 16'hb4_97;
      146: sreg <= 16'hb5_FF;
      147: sreg <= 16'hb0_C5;
      148: sreg <= 16'hb1_94;
      149: sreg <= 16'hb2_0f;
      150: sreg <= 16'hc4_5c;
      151: sreg <= 16'ha6_00;
      152: sreg <= 16'ha7_20;
      153: sreg <= 16'ha7_d8;
      154: sreg <= 16'ha7_1b;
      155: sreg <= 16'ha7_31;
      156: sreg <= 16'ha7_00;
      157: sreg <= 16'ha7_18;
      158: sreg <= 16'ha7_20;
      159: sreg <= 16'ha7_d8;
      160: sreg <= 16'ha7_19;
      161: sreg <= 16'ha7_31;
      162: sreg <= 16'ha7_00;
      163: sreg <= 16'ha7_18;
      164: sreg <= 16'ha7_20;
      165: sreg <= 16'ha7_d8;
      166: sreg <= 16'ha7_19;
      167: sreg <= 16'ha7_31;
      168: sreg <= 16'ha7_00;
      169: sreg <= 16'ha7_18;
      170: sreg <= 16'h7f_00;
      171: sreg <= 16'he5_1f;
      172: sreg <= 16'he1_77;
      173: sreg <= 16'hdd_7f;
      174: sreg <= 16'hC2_0E;
      175: sreg <= 16'hFF_01;
      176: sreg <= 16'hFF_00;
      177: sreg <= 16'hE0_04;
      178: sreg <= 16'hDA_40;  
      179: sreg <= 16'hD7_03;
      180: sreg <= 16'hE1_77;
      181: sreg <= 16'hE0_00;
      182: sreg <= 16'hFF_00;
      183: sreg <= 16'h05_01;
      184: sreg <= 16'h5A_A0;  
      185: sreg <= 16'h5B_78;  
      186: sreg <= 16'h5C_00;  
      187: sreg <= 16'hFF_01;
      188: sreg <= 16'h11_80;  
      189: sreg <= 16'hFF_01;
      190: sreg <= 16'h12_40;  
      191: sreg <= 16'h03_0A;  
      192: sreg <= 16'h32_09;  
      193: sreg <= 16'h17_11;  
      194: sreg <= 16'h18_43;  
      195: sreg <= 16'h19_00;  
      196: sreg <= 16'h1A_4b;  
      197: sreg <= 16'h3d_38;  
      198: sreg <= 16'h35_da;
      199: sreg <= 16'h22_1a;
      200: sreg <= 16'h37_c3;
      201: sreg <= 16'h34_c0;
      202: sreg <= 16'h06_88;
      203: sreg <= 16'h0d_87;
      204: sreg <= 16'h0e_41;
      205: sreg <= 16'h42_03;
      206: sreg <= 16'hFF_00;  
      207: sreg <= 16'h05_01;
      208: sreg <= 16'hE0_04;
      209: sreg <= 16'hC0_64;     
      210: sreg <= 16'hC1_4B;       
      211: sreg <= 16'h8C_00;  
      212: sreg <= 16'h53_00;  
      213: sreg <= 16'h54_00;  
      214: sreg <= 16'h51_C8;    
      215: sreg <= 16'h52_96;    
      216: sreg <= 16'h55_00;  
      217: sreg <= 16'h57_00;  
      218: sreg <= 16'h86_3D;
      219: sreg <= 16'h50_80;          
      220: sreg <= 16'hD3_80;  
      221: sreg <= 16'h05_00;
      222: sreg <= 16'hE0_00;
      223: sreg <= 16'hFF_00;
      224: sreg <= 16'h05_00;
      225: sreg <= 16'hFF_00;
      226: sreg <= 16'hE0_04;
      227: sreg <= 16'hDA_04;  
      228: sreg <= 16'hD7_03;
      229: sreg <= 16'hE1_77;
      230: sreg <= 16'hE0_00;
      default: sreg <= 16'hFF_FF;  
    endcase
  end
endmodule               
$ cat flow/run.sh
#!/bin/bash
# OpenROAD 26Q1-2900-gdf79404cd8, Yosys 0.63+post, stock flow scripts
make -C /OpenROAD-flow-scripts/flow DESIGN_CONFIG=/design/flow/config.mk WORK_HOME=/design/flow/orfs finish
$ cat flow/config.mk
export PLATFORM = sky130hd
export DESIGN_NAME = OV2640_Controller
export DESIGN_NICKNAME = OV2640_Controller
export VERILOG_FILES = /design/flow/design.v
export SDC_FILE = /design/flow/constraint.sdc
export NUM_CORES = 4
export LEC_CHECK = 1
export CORE_UTILIZATION = 30
$ cat flow/constraint.sdc
current_design OV2640_Controller

set clk_period 7.0
set clk_io_pct 0.2

create_clock -name clk0 -period $clk_period [get_ports {clk}]

set non_clock_inputs [all_inputs -no_clocks]
set_input_delay [expr $clk_period * $clk_io_pct] -clock clk0 $non_clock_inputs
set_output_delay [expr $clk_period * $clk_io_pct] -clock clk0 [all_outputs]
==> impl_table.tex <==
% Synthesis and place-and-route results
\begin{tabular}{lr}
\hline
Metric & Value \\
\hline
\multicolumn{2}{l}{\textbf{Drt}} \\
WL per Instance & 26.1 µm \\
Detailed-route DRC error count & 0 \\
Total iterations of the first detailed-routing run & 23 \\
Top routing layer used & met4 \\
Total wire length after detailed routing & 33000 µm \\
Antenna Diode Count & 0 \\
Routed length on met2 & 13500 µm \\
Met3 WL post-DR & 3720 µm \\
Number of vias after detailed routing & 8113 \\
Detail Route Antenna Nets & 0 \\
Average vias per placed instance & 6.42 \\
Wire length on met1 & 13600 µm \\
Violation count after the first detailed-routing iteration & 1332 \\
\multicolumn{2}{l}{\textbf{Placement}} \\
GP Congestion & 1.01 \\
Number of buffer cells added on primary ports & 3 \\
Post-DP HPWL & 21800 µm \\
\multicolumn{2}{l}{\textbf{Worst setup path}} \\
Capturing element type of the critical path & flip-flop \\
Critical Path RT & 7.17 ns \\
Reg-to-reg critical path endpoint & LUT.sreg[8] \\
Launch point of the critical path & LUT.address[0] \\
Critical path capture point & LUT.sreg[8] \\
Register-to-register path setup slack & 3.39 ns \\
Slowest Stage Delay on Critical Path & 0.42 ns \\
Slowest cell on crit path & ha\_1 \\
Kind of launch point of the worst setup path & flip-flop \\
Critical-path maximum fanout & 28 \\
Reg2reg start & LUT.address[0] \\
Setup CP Type & reg2reg \\
Length in cells of the worst reg-to-reg path & 11 \\
Sequence of cells on the critical path & buf\_4 > inv\_1 > ha\_1 > inv\_1 > ha\_1 > nor2b\_1 > nor2\_1 > or3\_1 > a311o\_1 > a311oi\_1 > o41ai\_1 \\
Arrival @ worst endpoint & 3.78 ns \\
\multicolumn{2}{l}{\textbf{Flow run}} \\
Count of max-cap constraint violations & 0 \\
Number of logged tool warnings & 53 \\
\multicolumn{2}{l}{\textbf{Clocking}} \\
Number of buffers added for setup after CTS & 0 \\
CTS Buf Count & 9 \\
Clock tree root driver cell & clkbuf\_16 \\
Post-CTS Hold Fix Bufs & 0 \\
Count of instances resized after the clock tree is built & 0 \\
CTS H-Tree Depth & 3 \\
Clk\_lat worst skew & 0.34 ns \\
CTS tree & done \\
Clock slew at reported path FFs & 0.06 ns \\
CTS sink cnt & 98 \\
Longest Clk Path Bufs & 2 \\
\multicolumn{2}{l}{\textbf{Global routing}} \\
Initial antenna violation count & 0 \\
Residual overflow from global routing & 0 \\
First-pass GRT wire length & 49200 µm \\
Largest net degree at the start of global routing & 72 \\
Vias in the first global route & 7632 \\
All-Layer GR Usage & 0.242 \\
\multicolumn{2}{l}{\textbf{Die}} \\
Chip Footprint & 27700 µm² \\
Horizontal die dimension & 167 µm \\
Overall die height & 167 µm \\
Fp\_density & 0.309 \\
Area inside the core boundary & 26300 µm² \\
IO Count & 7 \\
Placement row count & 59 \\
\multicolumn{2}{l}{\textbf{Timing}} \\
Max-slew headroom & 0.287 \\
Final count of hold timing violations & 0 \\
Actual transition at the worst max-transition pin & 1.06 ns \\
Total setup violations reported at the end of the flow & 0 \\
Fmax achieved & 277 MHz \\
RSZ-0062 raised after global routing & false \\
Min Hold Slack & 0.502 ns \\
Final Slew Violations & 0 \\
Share of the clock period used by the worst path after layout & 0.516 \\
Post-Route Skew & 0.00619 ns \\
Final setup TNS & 0 ns \\
Time the final worst path needs with I/O delays and setup & 3.61 ns \\
\multicolumn{2}{l}{\textbf{Synthesis}} \\
Area reported by Yosys stat & 8120 µm² \\
EDFF count, synth & 70 \\
Cell count after synthesis & 978 \\
Yosys Warn Count & 4 \\
Syn Std Cell Area & 8120 µm² \\
Synth Flop Type & edfxtp\_1 \\
Total cells reported by yosys after synthesis & 978 \\
Register share after synthesis & 0.328 \\
Post-synthesis sequential element count & 98 \\
Post-Synthesis Mean Instance Area & 8.31 µm² \\
Unique masters post-synth & 70 \\
Fraction of synthesis flops using an asynchronous set or reset pin & 0 \\
\multicolumn{2}{l}{\textbf{Outcome}} \\
Status & complete, no violations \\
\multicolumn{2}{l}{\textbf{Layout}} \\
Ratio of cells with drive above 1 in the final layout & 0.0883 \\
Area overhead of the layout relative to synthesis & 5.56\% \\
\multicolumn{2}{l}{\textbf{Power and ir drop}} \\
Power per cell area & 142 nW/µm² \\
Post-layout power & 1.22 mW \\
Worst voltage drop across the vdd grid & 0.107 mV \\
Static power due to leakage & 3.15 nW \\
\multicolumn{2}{l}{\textbf{Worst hold path}} \\
Worst hold-check path type & reg2reg \\
\hline
\end{tabular}
[metrics by stage]
stage / setup slack, ns / area (µm²) / util / instances
final: 3.39 / 8580 / 0.326 / 1264
after global routing: 3.35 / 8580 / 0.326 / 1264
after CTS: 3.51 / 8580 / 0.326 / 1264
after detailed placement: 3.53 / 8290 / 0.316 / 1248
after global placement: 3.44 / 8290 / 0.316 / 1248
after floorplan: 3.74 / 8120 / - / 978
[routing by layer]
layer,track usage,vias up
li1,-,3562
met2,0.334,593
met5,0,-
met3,0.0535,133
met4,0.139,0
met1,0.353,3825
[layout make-up]
class,instances,area [µm²]
clock buffers,13,240
clock inverters,3,42.5
repair buffers,36,278
well taps,335,419
flip-flops and latches,98,2670
multi-input cells,761,4850
fillers,2742,17700
inverters,18,67.6
[cell usage after synthesis, drive strengths merged (3+ instances only)]
cell type | count | area [µm²]
edfxtp | 70 | 2100
o2111ai | 4 | 35.0
xor2 | 6 | 52.6
a32oi | 6 | 52.6
nand3b | 5 | 37.5
a21oi | 72 | 360
nor4 | 4 | 25.0
a21o | 34 | 255
a211oi | 12 | 90.1
and3 | 5 | 31.3
nand2b | 33 | 221
a31oi | 23 | 144
o221ai | 3 | 26.3
o311ai | 7 | 61.3
o21ai | 71 | 355
o211ai | 24 | 180
mux2 | 17 | 191
a311oi | 21 | 184
mux2i | 10 | 100
xnor2 | 6 | 52.6
clkbuf | 37 | 139
o41ai | 4 | 35.0
a2111oi | 4 | 35.0
or2 | 7 | 43.8
nand3 | 36 | 180
a22oi | 5 | 37.5
ha | 35 | 438
buf | 64 | 405
inv | 18 | 67.6
a221o | 8 | 80.1
nand2 | 88 | 330
nand4 | 8 | 50.1
o31ai | 8 | 60.1
o21a | 5 | 37.5
a311o | 3 | 30.0
and2 | 16 | 100
nor2 | 86 | 328
nor3 | 21 | 110
nor2b | 17 | 106
dfxtp | 28 | 561
a221oi | 15 | 131
o22ai | 7 | 43.8
[kinds of logic after synthesis]
group                      after synthesis  synth area share
xor gates and xnor gates                12            0.0129
other                                    2          0.000924
adders and majority gates               35            0.0539
AOI/OAI and AO/OA                      352             0.292
buffers and inverters                  119            0.0753
DFF                                     98             0.328
muxes                                   28            0.0387
and+or+nand+nor                        332             0.198
[cells in the final DEF (no fill, tap or decap), drive strengths merged, types with 5 or more instances in the layout]
cell	instances
a211oi	12
a21o	34
a21oi	72
a221o	8
a221oi	15
a22oi	5
a311oi	21
a31oi	23
a32oi	6
and2	16
and3	5
buf	33
clkbuf	13
dfxtp	28
edfxtp	70
ha	35
inv	18
mux2	17
mux2i	10
nand2	88
nand2b	33
nand3	36
nand3b	5
nand4	8
nor2	86
nor2b	17
nor3	21
o211ai	24
o21a	5
o21ai	71
o22ai	7
o311ai	7
o31ai	8
or2	7
xnor2	6
xor2	6
[state kept, by name (all words and copies together) (netlist names)]
signal and count:
I2C.sioc_temp 1, LUT.sreg 16, LUT.address 9, I2C.divider 8, siod 1, I2C.data_sr 30, I2C.busy_sr 32, I2C.taken_temp 1
[where the power goes]
part | internal [mW] | leakage (nW) | switching, mW
Sequential | 0.649 | 0.942 | 0.0218
Clock | 0.277 | 0.134 | 0.191
Combinational | 0.0415 | 2.08 | 0.0417
Total | 0.967 | 3.15 | 0.255
[worst min path at each step]
stage                      startpoint  slack [ns]  cells after the start               to
after global routing  I2C.busy_sr[10]        0.53                      1  I2C.busy_sr[11]
final                 I2C.data_sr[25]        0.50                      1  I2C.data_sr[26]
after CTS             I2C.data_sr[25]        0.51                      1  I2C.data_sr[26]
[critical path: cells and delay by family (launching register included)]
kind	cells	cell delay (ns)
AND/OR/NAND/NOR	3	0.62
adder cells (fa/ha/maj)	2	0.73
AND-OR/OR-AND	3	0.92
flip-flops	1	0.31
buffers and inverters	3	0.81
Power figures rest on the tool's default switching activity, not on a simulated workload.
